## design/flow/config.mk

```make
export PLATFORM = sky130hd
export DESIGN_NAME = bfu_internal
export DESIGN_NICKNAME = bfu_internal
export VERILOG_FILES = /design/flow/design.v
export SDC_FILE = /design/flow/constraint.sdc
export NUM_CORES = 4
export LEC_CHECK = 1
export CORE_UTILIZATION = 30
```

## design/flow/constraint.sdc

```tcl
current_design bfu_internal

set clk_period 19.2
set clk_io_pct 0.2

create_clock -name clk0 -period $clk_period

set non_clock_inputs [all_inputs -no_clocks]
set_input_delay [expr $clk_period * $clk_io_pct] -clock clk0 $non_clock_inputs
set_output_delay [expr $clk_period * $clk_io_pct] -clock clk0 [all_outputs]
```

## design/flow/run.sh

```bash
#!/bin/bash
# OpenROAD 26Q1-2900-gdf79404cd8, Yosys 0.63+post, stock flow scripts
make -C /OpenROAD-flow-scripts/flow DESIGN_CONFIG=/design/flow/config.mk WORK_HOME=/design/flow/orfs finish
```

## design/flow/design.v

```verilog
module bfu_internal(
    input [31:0] a,
    input [31:0] b,
    output [31:0] c_plus,
    output [31:0] c_minus
  );
  initial begin
    $dumpfile("wave.vcd");
    $dumpvars;
  end  
  cmx_add u0_cmx_add_plus(
    .a(a),
    .b(b),
    .sub_flag(1'h0),
    .c(c_plus)
  );
  cmx_add u1_cmx_add_minus(
    .a(a),
    .b(b),
    .sub_flag(1'h1),
    .c(c_minus)
  );
endmodule
module cmx_add (
    input [31:0] a,
    input [31:0] b,
    input sub_flag,
    output [31:0] c
  );
  wire signed [15:0] a_real = a[15:0];
  wire signed [15:0] a_img = a[31:16];
  wire signed [15:0] b_real = b[15:0];
  wire signed [15:0] b_img = b[31:16];
  wire [15:0] c_real = (sub_flag)? (a_real - b_real):
       a_real + b_real;
  wire [15:0] c_img = (sub_flag)? (a_img - b_img):
       a_img + b_img;
  assign c = {c_img, c_real};     
endmodule
```

==> Flow_metrics.wiki <==
== Implementation results ==
{| class="wikitable"
! Metric !! Value
|-
| Tool warnings || 62
|-
| Met2 Routed Length || 4440 µm
|-
| Fin crit share || between 50 and 60%
|-
| DP Worst Slack || around 8600 ps
|-
| CP max FO || 7
|-
| Class of the worst hold path || input port to primary output
|-
| Most area-consuming cells after synthesis || ha_1, xnor2_1, inv_1
|-
| Global Route Usage Sum || roughly 16%
|-
| Detailed-routing iteration count for the pre-antenna-repair pass || 4
|-
| Die Height || 104 µm
|-
| Syn Area/Cell || 7.06 µm²
|-
| Proportion of layout cells with a drive suffix above 1 || about 2.5%
|-
| Die Footprint || 0.0109 mm²
|-
| Row cnt || 37
|-
| Number of port buffers || 128
|-
| Worst slew margin relative to its limit || roughly half
|-
| Final worst hold slack || 8710 ps
|-
| Min cycle time layout || 10590 ps
|-
| Post-synthesis cell area || 0.00315 mm²
|-
| Mean number of vias per cell || 4.97
|-
| Number of global-route vias before repair || 3244
|-
| Global-route wire length before repair || 14900 µm
|-
| Start-to-end type of the worst setup path || input port to primary output
|-
| Status || finished, final reports clean
|-
| Final Setup Violations || 0
|-
| Top-area cell type share of the netlist area || 23.8%
|-
| Horiz. Die Dim || 104 µm
|-
| Setup repair after global routing missed its margin || false
|-
| I/O Pins || between 100 and 150
|-
| Critical Path, Cell by Cell || clkdlybuf4s50_1 -> inv_1 -> ha_1 -> inv_1 -> a21oi_1 -> o31ai_1 -> a31oi_1 -> o21ai_0 -> xnor2_1 -> clkdlybuf4s50_1
|-
| Number of hold buffers added after CTS || 0
|-
| Top cell family by delay on the critical path || AND-OR/OR-AND gates
|-
| Total instance count after detailed placement || 688
|-
| Number of cells in the yosys synthesis report || 446
|-
| Max-capacitance violation count || 0
|-
| Clock buffer count in the final layout || 0
|-
| Sum of met3 wire segment lengths after detailed routing || 355 µm
|-
| Count of cell types in the netlist || between 60 and 70
|-
| Number of sequential storage elements || 0
|-
| Max incr delay on CP || 580 ps
|-
| M1 wire length || 4300 µm
|-
| Max Clock Freq || 94.4 MHz
|-
| DRT iter0 DRCs || 122
|-
| Maximum number of pins on one net before global-route repair || 17
|-
| Post-CTS setup buffer count || 0
|-
| Number of instances resized during post-cts repair || 0
|-
| Total buffers and inverters traversed by the critical path || 4
|-
| DP HPWL || 7950 µm
|-
| Placeable core area || 0.0102 mm²
|-
| Routed len/inst || 13.3 µm
|-
| Uppermost signal routing layer after detailed routing || met4
|-
| Final count of pins violating max slew || 0
|-
| Yosys-reported design area after synthesis || 0.00315 mm²
|-
| Slew of the pin with the lowest slew margin || between 700 and 800 ps
|-
| RD Place Congestion || 0.890
|-
| Signal arrival time at the worst endpoint || 6750 ps
|-
| Setup TNS || 0 ps
|-
| Area growth from synthesis to layout || 42.2%
|-
| Register area || 0 µm²
|-
| Wire length reported by the detailed router || 9180 µm
|-
| Routed via count || approximately 3400
|-
| Antenna violations before repair || 0
|-
| Yosys warnings || 3
|-
| Floorplan core density || 30.8%
|-
| Post-detailed-route count of antenna-violating nets || 0
|-
| Diodes inserted || 0
|-
| Setup crit end kind || primary output
|-
| Fraction of the yosys area taken by sequential cells || 0%
|-
| Max VDD drop || 15.9 µV
|-
| Cell with the largest stage delay on the worst path || a31oi_1
|-
| Worst setup margin || 8610 ps
|-
| Pwr dens || 37.0 mW/mm²
|-
| Critical Path Start Type || input port
|-
| Grt total ovfl || 0
|-
| Largest area contributor in the synthesized netlist || ha_1
|-
| Leakage power total || slightly below 2 nW
|-
| Filler-free cell count of the finished design || 688
|-
| Required @ worst endpoint || about 15000 ps
|-
| Gate Count Post-Synth || ~450
|-
| Total count of hold-check failures in the final report || 0
|-
| DR DRC count || 0
|}
## cells in the mapped netlist, types with 4 or more instances
library cell   n
xnor2_1       43
nand4_1        7
nand2_1       13
o31ai_1       12
nor3_1         6
nor2_1        29
clkbuf_1       9
a31oi_1        7
inv_1         67
xor2_1         8
a21oi_1       46
nor2b_1       11
ha_1          60
buf_2          6
fa_1           4
nand3_1       10
o21bai_1       9
o21ai_0       16
or3_1          5
a21o_1         9
a21boi_0       4
## worst paths after layout
| check | start | endpoint | slack (ps) | depth (start not counted) |
|---|---|---|---|---|
| max | b[20] | c_plus[27] | 8610 | 10 |
| min | b[16] | c_plus[16] | 8710 | 4 |
## area by class of cell
cell class / count / area [µm²]
multi-input cells: 357 / 2770
well taps: 136 / 170
repair buffers: 128 / 1280
fillers: 1027 / 5760
inverters: 67 / 251
## report_power, final
part | internal [mW] | total [mW] | switching, mW
Clock | 0 | 0 | 0
Combinational | 0.0980 | 0.166 | 0.0678
Sequential | 0 | 0 | 0
## per-layer routing
layer | vias to the layer above | global-route usage [%]
met5 | - | 0
met4 | 0 | 1.53
met3 | 8 | 1.02
met2 | 81 | 28.4
met1 | 1565 | 22.7
li1 | 1763 | -
## cells in the final DEF (no fill, tap or decap), types with 2 or more instances in the layout
cell type,n
or2_2,3
o21ai_0,16
o31a_1,2
o31ai_2,2
nor4_1,3
o41a_1,2
and3_1,2
o21a_1,3
clkdlybuf4s50_1,128
nand2b_1,3
or3_1,5
or4_1,2
nor2_1,29
a21boi_0,4
fa_1,4
a311oi_1,2
a211oi_1,2
and2_1,2
a31oi_1,7
a21o_1,9
nand3_1,10
o21bai_1,9
nor3b_1,3
o311ai_0,2
ha_1,60
mux2i_1,2
inv_1,67
xnor2_1,43
nand4_1,7
a21oi_1,46
nor2b_1,11
o31ai_1,12
nor3_1,6
a2111oi_0,2
xor2_1,8
nand2_1,13
## per-stage QoR
| step | util [%] | instance area [µm²] | total power [mW] |
|---|---|---|---|
| CTS | 43.7 | 4480 | 0.167 |
| global placement | 43.7 | 4480 | 0.166 |
| detailed placement | 43.7 | 4480 | 0.166 |
| finish | 43.7 | 4480 | 0.166 |
| floorplan | - | 3150 | 0.0798 |
| global route | 43.7 | 4480 | 0.182 |
## logic make-up after synthesis
| logic type | count (synthesis) | share of synthesized area, % |
|---|---|---|
| XOR/XNOR | 51 | 14.2 |
| buffers and inverters | 89 | 11.9 |
| adder cells (fa/ha/maj) | 64 | 26.4 |
| AND/OR/NAND/NOR | 104 | 17.4 |
| AND-OR/OR-AND | 136 | 29.4 |
| multiplexers | 2 | 0.636 |
Power figures rest on the tool's default switching activity, not on a simulated workload.
