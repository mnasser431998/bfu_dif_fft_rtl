==> /design/flow/design.v <==
module delay_buffer #(
    parameter  BIT_WIDTH = 32,
    parameter  DELAY_STAGES = 6
  ) (
    input clk,
    input reset_n,
    input [BIT_WIDTH-1:0] buf_in,
    output [BIT_WIDTH-1:0] buf_out
  );
  reg [BIT_WIDTH-1:0] r_stages [0:DELAY_STAGES-1];
  integer  i;
  always @(posedge clk or negedge reset_n)
  begin
    if (!reset_n)
    begin
      for (i=0; i<DELAY_STAGES; i=i+1)
      begin
        r_stages[i] <= 'h0;
      end
    end
    else
    begin
      r_stages[0] <= buf_in;
      for (i=0; i<(DELAY_STAGES-1); i=i+1)
      begin
        r_stages[i+1] <= r_stages[i];
      end
    end
  end
  assign buf_out = r_stages[DELAY_STAGES-1];
endmodule
==> /design/flow/run.sh <==
#!/bin/bash
# OpenROAD 26Q1-2900-gdf79404cd8, Yosys 0.63+post, stock flow scripts
make -C /OpenROAD-flow-scripts/flow DESIGN_CONFIG=/design/flow/config.mk WORK_HOME=/design/flow/orfs finish
==> /design/flow/config.mk <==
export PLATFORM = sky130hd
export DESIGN_NAME = delay_buffer
export DESIGN_NICKNAME = delay_buffer
export VERILOG_FILES = /design/flow/design.v
export SDC_FILE = /design/flow/constraint.sdc
export NUM_CORES = 4
export LEC_CHECK = 1
export CORE_UTILIZATION = 40
==> /design/flow/constraint.sdc <==
current_design delay_buffer

set clk_period 1.0
set clk_io_pct 0.2

create_clock -name clk0 -period $clk_period [get_ports {clk}]

set non_clock_inputs [all_inputs -no_clocks]
set_input_delay [expr $clk_period * $clk_io_pct] -clock clk0 $non_clock_inputs
set_output_delay [expr $clk_period * $clk_io_pct] -clock clk0 [all_outputs]
==> impl_metrics.sql <==
-- load yosys + openroad results
INSERT INTO impl_metrics (metric_group, metric, value, unit) VALUES
('clocking', 'clock-root-buffer', 'sky130_fd_sc_hd__clkbuf_16', ''),
('floorplan', 'number_of_cell_rows', '39', ''),
('drt', 'drc_errors', '6', ''),
('finish', 'area_growth', '27.6', '%'),
('floorplan', 'core_area', '11600', 'sq um'),
('synthesis', 'postSynthAreaPerCell', '25.0', 'sq um'),
('finish', 'reg.largest.list', 'r_stages: 192 flops', ''),
('outcome', 'failed_checks', 'design-rule violations, negative hold slack, negative setup slack', ''),
('drt', 'wl', '5060', 'um'),
('global_routing', 'grt_overflow', '0', ''),
('place', 'port_buffers', '65', ''),
('setup_path', 'setup.worst_path.start_class', 'register', ''),
('floorplan', 'die-width', '112', 'um'),
('setup_path', 'critical_path.max_fanout', '1', ''),
('flow_run', 'timing.max_cap.violations', '0', ''),
('clocking', 'cts-buffers-inserted', '17', ''),
('timing', 'timing_worst_slew_pin_value', '286', 'ps'),
('drt', 'drtPass1Iterations', '44', ''),
('synthesis', 'yosysWarningCount', '2', ''),
('timing', 'timing.final.ws_setup', '-88.6', 'ps'),
('setup_path', 'path_cells', 'buf_2', ''),
('setup_path', 'critical-path-top-delay-family', 'flip-flops', ''),
('finish', 'registers.top_by_ff_count', 'r_stages', ''),
('setup_path', 'worst_ep_required_time', '800', 'ps'),
('drt', 'average_wire_length_per_cell_after_detail_routing', '11.6', 'um'),
('floorplan', 'floorplan.core_util', '41.5', '%'),
('clocking', 'clkSinkCount', '192', ''),
('synthesis', 'ys_seq_share', '100', '%'),
('flow_run', 'log.warning_count', '29', ''),
('drt', 'detailroute.via_count', '1723', ''),
('synthesis', 'synth-seq-cells', '192', ''),
('outcome', 'status', 'complete, but fails checks', ''),
('finish', 'final_layout_size_suffix_gt1_share', '22.9', '%'),
('timing', 'setup_repair_after_global_routing_missed_its_margin', 'yes', ''),
('timing', 'whs', '-195', 'ps'),
('clocking', 'max-clock-path-buffers', '2', ''),
('timing', 'report.final.slew_viol_count', '0', ''),
('global_routing', 'grt_pass1_vias', '1844', ''),
('global_routing', 'pin_count_of_the_biggest_net_entering_global_routing', '59', ''),
('timing', 'timing.fmax', '919', 'MHz'),
('setup_path', 'timing.critical_path.buf_inv', '1', ''),
('timing', 'timing.final.crit_share', '109', '%'),
('finish', 'finalInstanceArea', '6130', 'sq um'),
('place', 'place.gp.congestion', '0.670', ''),
('setup_path', 'timing.critical_path.slowest_cell_delay', '370', 'ps'),
('power', 'p_per_area', '2440', 'nW/um^2'),
('drt', 'drtAntennaViolNets', '0', ''),
('timing', 'totalNegativeSetupSlack', '-2200', 'ps'),
('timing', 'finalHoldViolCount', '192', ''),
('clocking', 'clock.latency.late_pin', '410', 'ps'),
('global_routing', 'grt_util_all_layers', '9.96', '%'),
('drt', 'antenna_cells', '0', ''),
('floorplan', 'design.die.area', '12500', 'sq um'),
('setup_path', 'critical_path.endpoint_type', 'output pin', ''),
('synthesis', 'syn_area', '4800', 'sq um'),
('clocking', 'post_cts.repair.setup_buffers', '0', ''),
('finish', 'layout_multi_input_combinational_cell_count', '0', ''),
('timing', 'timing.slew.headroom', '80.9', '%'),
('synthesis', 'ys_types', '1', ''),
('place', 'dp_hpwl', '2750', 'um'),
('setup_path', 'setup.worst_path.class', 'reg2out', ''),
('drt', 'via_per_inst', '3.95', ''),
('finish', 'largest_register_ffs', '192', ''),
('drt', 'dr.first_iter.drc_count', '72', ''),
('timing', 'period_minus_slack', '1090', 'ps'),
('clocking', 'cts_tree', 'yes', ''),
('timing', 'timing.final.setup_violations', '32', ''),
('power', 'peakVddDrop', '1.72', 'mV'),
('synthesis', 'synthesized_instance_count', '192', ''),
('finish', 'final_core_util', '53.0', '%'),
('min_path', 'holdCritPathClass', 'in2async', ''),
('setup_path', 'worstPathArrival', '890', 'ps'),
('power', 'p_leak', '2.82', 'nW'),
('finish', 'logic_area', '0', 'sq um'),
('timing', 'fin_worst_skew', '4.71', 'ps'),
('synthesis', 'synth_chip_area', '4800', 'sq um'),
('clocking', 'clock_tree.htree_level_count', '4', ''),
('setup_path', 'cp_slowest_cell', 'sky130_fd_sc_hd__dfrtp_1', ''),
('place', 'dpl_cell_area', '5720', 'sq um'),
('global_routing', 'grt_pass1_wl', '9050', 'um'),
('synthesis', 'synth_stat.cells', '192', ''),
('global_routing', 'antenna_found_initial', '0', ''),
('clocking', 'path_clk_slew', '60', 'ps'),
('floorplan', 'top_level_ports', '66', ''),
('floorplan', 'fp.dieH', '112', 'um');
[layer usage]
metal / wire (um) / part of all wire [%] / vias to the layer above / track usage (%)
li1: - / - / 770 / -
met2: 2370 / 47 / 52 / 13.4
met1: 2220 / 44 / 896 / 16.4
met3: 397 / 7.8 / 5 / 4.54
met5: 0 / 0 / - / 0
met4: 70 / 1.4 / 0 / 1.89
[layout make-up]
class | instances | area, sq um
flip-flops and latches | 192 | 4800
well taps | 143 | 179
fillers | 875 | 5430
clock buffers | 21 | 460
clock inverters | 11 | 114
repair buffers | 69 | 574
[repair_timing]
item,4_1_cts,5_1_grt
endpoints found under the setup margin,32,32
endpoints found under the hold margin,192,192
resized,96,0
[power by group]
part / internal [mW] / switching (mW) / leakage [nW]
registers: 8.16 / 0.0914 / 2.24
logic: 0.186 / 0.165 / 0.296
clock network: 3.79 / 2.56 / 0.282
total: 12.1 / 2.82 / 2.82
[cell usage after synthesis, drive strengths merged]
cell	n	area (sq um)
dfrtp	192	4800
[placed cells by master, fill, tap and decap left out]
| cell type | instances |
|---|---|
| sky130_fd_sc_hd__clkdlybuf4s50_1 | 32 |
| sky130_fd_sc_hd__bufinv_16 | 2 |
| sky130_fd_sc_hd__clkbuf_1 | 2 |
| sky130_fd_sc_hd__clkbuf_16 | 17 |
| sky130_fd_sc_hd__clkinv_2 | 6 |
| sky130_fd_sc_hd__clkbuf_8 | 3 |
| sky130_fd_sc_hd__clkinv_4 | 1 |
| sky130_fd_sc_hd__clkinvlp_4 | 2 |
| sky130_fd_sc_hd__buf_12 | 4 |
| sky130_fd_sc_hd__dfrtp_1 | 192 |
| sky130_fd_sc_hd__buf_2 | 32 |
[kinds of logic after synthesis]
logic type | Yosys count | synth area share (%)
flops | 192 | 100
[stage by stage]
step	total power, mW	setup slack, ps	cells	hold WS, ps
final	14.9	-88.6	436	-195
after global routing	15.6	-149	436	-205
after CTS	15.2	-123	436	-201
after detailed placement	8.83	24.9	404	246
after global placement	8.81	23.2	404	244
after floorplan	8.35	488	192	-95.6
[final timing paths]
kind	endpoint	slack, ps	start	cells after the start
min	r_stages[3][27]	-190	reset_n	2
max reg2reg	r_stages[5][29]	500	r_stages[4][29]	0
min reg2reg	r_stages[5][23]	340	r_stages[4][23]	0
max in group asynchronous	r_stages[3][25]	930	reset_n	2
min in group clk0	r_stages[0][6]	220	buf_in[6]	1
max	buf_out[22]	-90	r_stages[5][22]	1
Power is estimated from default activity; no workload was simulated.
