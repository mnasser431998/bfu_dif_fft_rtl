===== flow/config.mk =====
export PLATFORM = sky130hd
export DESIGN_NAME = cmx_mult
export DESIGN_NICKNAME = cmx_mult
export VERILOG_FILES = /design/flow/design.v
export SDC_FILE = /design/flow/constraint.sdc
export NUM_CORES = 4
export LEC_CHECK = 1
export CORE_UTILIZATION = 50

===== flow/constraint.sdc =====
current_design cmx_mult

set clk_period 17.8
set clk_io_pct 0.2

create_clock -name clk0 -period $clk_period [get_ports {clk}]

set non_clock_inputs [all_inputs -no_clocks]
set_input_delay [expr $clk_period * $clk_io_pct] -clock clk0 $non_clock_inputs
set_output_delay [expr $clk_period * $clk_io_pct] -clock clk0 [all_outputs]

===== flow/design.v =====
module cmx_mult # (parameter AWIDTH = 16, BWIDTH = 16)
  (
    input clk,
    input reset_n,
    input signed [AWIDTH-1:0]      ar, ai,
    input signed [BWIDTH-1:0]      br, bi,
    output signed [AWIDTH+BWIDTH:0] pr, pi
  );
  initial begin
    $dumpfile("wave.vcd");
    $dumpvars(0, cmx_mult);
  end
  reg signed [AWIDTH-1:0] ai_d, ai_dd, ai_ddd, ai_dddd   ;
  reg signed [AWIDTH-1:0] ar_d, ar_dd, ar_ddd, ar_dddd   ;
  reg signed [BWIDTH-1:0] bi_d, bi_dd, bi_ddd, br_d, br_dd, br_ddd ;
  reg signed [AWIDTH:0]  addcommon     ;
  reg signed [BWIDTH:0]  addr, addi     ;
  reg signed [AWIDTH+BWIDTH:0] mult0, multr, multi, pr_int, pi_int  ;
  reg signed [AWIDTH+BWIDTH:0] common, commonr1, commonr2   ;
  always @(posedge clk or negedge reset_n)
  begin
    if (!reset_n)
    begin
      ar_d   <= 'h0;
      ar_dd  <= 'h0;
      ai_d   <= 'h0;
      ai_dd  <= 'h0;
      br_d   <= 'h0;
      br_dd  <= 'h0;
      br_ddd <= 'h0;
      bi_d   <= 'h0;
      bi_dd  <= 'h0;
      bi_ddd <= 'h0;
    end
    else
    begin
      ar_d   <= ar;
      ar_dd  <= ar_d;
      ai_d   <= ai;
      ai_dd  <= ai_d;
      br_d   <= br;
      br_dd  <= br_d;
      br_ddd <= br_dd;
      bi_d   <= bi;
      bi_dd  <= bi_d;
      bi_ddd <= bi_dd;
    end
  end
  always @(posedge clk or negedge reset_n)
  begin
    if (!reset_n)
    begin
      addcommon <= 'h0;
      mult0     <= 'h0;
      common    <= 'h0;
    end
    else
    begin
      addcommon <= ar_d - ai_d;
      mult0     <= addcommon * bi_dd;
      common    <= mult0;
    end
  end
  always @(posedge clk or negedge reset_n)
  begin
    if (!reset_n)
    begin
      ar_ddd   <= 'h0;
      ar_dddd  <= 'h0;
      addr     <= 'h0;
      multr    <= 'h0;
      commonr1 <= 'h0;
      pr_int   <= 'h0;
    end
    else
    begin
      ar_ddd   <= ar_dd;
      ar_dddd  <= ar_ddd;
      addr     <= br_ddd - bi_ddd;
      multr    <= addr * ar_dddd;
      commonr1 <= common;
      pr_int   <= multr + commonr1;
    end
  end
  always @(posedge clk or negedge reset_n)
  begin
    if (!reset_n)
    begin
      ai_ddd   <= 'h0;
      ai_dddd  <= 'h0;
      addi     <= 'h0;
      multi    <= 'h0;
      commonr2 <= 'h0;
      pi_int   <= 'h0;
    end
    else
    begin
      ai_ddd   <= ai_dd;
      ai_dddd  <= ai_ddd;
      addi     <= br_ddd + bi_ddd;
      multi    <= addi * ai_dddd;
      commonr2 <= common;
      pi_int   <= multi + commonr2;
    end
  end
  assign pr = pr_int;
  assign pi = pi_int;
endmodule  

===== flow/run.sh =====
#!/bin/bash
# OpenROAD 26Q1-2900-gdf79404cd8, Yosys 0.63+post, stock flow scripts
make -C /OpenROAD-flow-scripts/flow DESIGN_CONFIG=/design/flow/config.mk WORK_HOME=/design/flow/orfs finish

==> reports/qor.yml <==
grt_pass1_wl_um: 182800
tool_warnings: 44
period_used_share: 0.3961
drive_above_1_share: 0.02747
synth_adder_area_share: 0.4365
async_reset_ff_frac: 1.000
die-area_sq_um: 98520
netlist_instances: 4641
clk_pin_slew_ns: 0.06
synth-simple-area-share: 0.1196
period_needed_ns: 7.051
chipWidth_um: 313.9
final-hold-violation-count: 0
top_cells_by_area: "fa_1 34%, dfrtp_1 26%, ha_1 9.4%, inv_1 7.6%, and2_1 5.1%"
grt_max_degree: 125
fmax_ghz: 0.1418
ys_sh_xor: 0.03512
critPathCaptureType: "flop"
cts_setup_buffers: 0
drt-pass1-iter-count: 6
boundaryPins: 132
drt-initial-drc-count: 1439
cts_tree: "done"
tightest_slew_ns: 1.026
grt-ovfl-total: 0
place_inst: 5941
status: "completed"
most_common_cell: "inv_1"
common_cells: "989 x inv_1, 833 x fa_1, 505 x dfrtp_1"
avgSynthCellArea_sq_um: 10.48
cp.required_ns: 18.34
rsz0062_at_grt: "false"
cts.sinks: 505
vias: 30500
gp_congestion: 0.9308
ys_seq_frac: 0.2598
rows: 114
drv_cap: 0
syn_to_final_growth_pct: 9.391
slew_violations: 0
pre_cts_slack_ns: 10.71
netlist.area_leader.share: 0.3429
cp-start-kind: "flop"
core_area_sq_um: 96570
synth.cell_area_sq_um: 48630
top_area_cell: "fa_1"
cts-buffers-inserted: 57
worstSetupPathType: "reg -> reg"
clkLatencyLatePin_ns: 0.64
routed_wl_um: 112300
ys_sh_mux: 0.0006175
ff_type: "dfrtp_1"
numSynthFlops: 505
yosys_warnings: 3
hp-class: "reg -> reg"
route.detailed.wl_per_inst_um: 18.57
die_h_um: 313.9
cts_max_level: 2
antenna_found_initial: 3
hpwl_um: 90590
numPortBuffers: 131
cp_max_fo: 16
cp_data_arrival_time_ns: 7.59
ys_sh_aoi: 0.06218
yosysCellCount: 4641
setup_viol_count_final: 0
fp_util: 0.5036
cts_hold_buf: 0
setup_tns_ns: 0
synth-edff-count: 0
layout_setup_ws_ns: 10.75
slew_headroom: 0.3157
skew_ns: 0.02385
cts_root_buffer: "clkbuf_16"
ctsResizeCount: 0
grt_use_total: 0.2635
viasPerCell: 5.045
ys_area_sq_um: 48630
nFillCells: 8199
ctsLongestPathBuffers: 3
top_logic_kind: "adder cells"
fin_cells: 6045
drcViolationCount: 0
ys_types: 69
postRouteAntennaNets: 0
grt_pass1_vias: 33020
logic make-up after synthesis:
| kind of cell | count (synthesis) |
|---|---|
| buffers and inverters | 1115 |
| xor gates and xnor gates | 195 |
| AOI/OAI and AO/OA | 455 |
| and+or+nand+nor | 1171 |
| DFF | 505 |
| muxes | 3 |
| adders and majority gates | 1197 |
flip-flops by register name, indices dropped and copies added, names as in the netlist, 17 cells and up:
register,flops
pi_int,33
addcommon,17
addr,17
multi,33
common,33
pr_int,33
commonr2,33
mult0,33
multr,33
stage by stage:
stage / hold slack, ns / utilization / instance area [sq um]
global route: 0.3453 / 0.5509 / 53200
CTS: 0.3293 / 0.5509 / 53200
global placement: 0.3316 / 0.5305 / 51230
detailed placement: 0.3347 / 0.5305 / 51230
finish: 0.3331 / 0.5509 / 53200
floorplan: 0.3312 / - / 48630
cells in the final DEF (no fill, tap or decap), types with 11 or more instances in the layout:
cell type	count
nand3_1	34
a21o_1	62
xor2_1	46
nand2b_1	29
buf_4	18
inv_1	989
a21oi_1	133
o21a_1	27
o21ai_0	76
dfrtp_1	505
or3_1	11
nor3_1	35
nand2_1	438
and3_1	14
clkdlybuf4s50_1	130
clkbuf_16	58
and2_1	395
nor2b_1	24
ha_1	364
fa_1	833
xnor2_1	149
a211oi_1	27
o21bai_1	21
nor2_1	147
critical path, cell delays in order (launching register included):
cell and delay, ns:
dfrtp_1 0.96, nand2_1 0.18, fa_1 0.58, inv_1 0.06, fa_1 0.50, inv_1 0.06, fa_1 0.53, inv_1 0.05
fa_1 0.48, fa_1 0.50, inv_1 0.05, fa_1 0.47, inv_1 0.04, ha_1 0.34, and3_1 0.22, a221oi_1 0.29
o21ai_0 0.17, a21o_1 0.23, a211oi_1 0.41, a21oi_1 0.22, a211o_1 0.32, a21oi_1 0.17, xnor2_1 0.13
area by class of cell:
cell class                      count  area, sq um  area share
Clock inverter                     33        422.9    0.007949
Inverter                          989         3712     0.06978
Tap cell                         1276         1597     0.03001
Multi-Input combinational cell   3021        31810      0.5979
Clock buffer                       70         1546     0.02907
Sequential cell                   505        12640      0.2375
Timing Repair Buffer              150         1471     0.02766
Antenna cell                        1        2.502  0.00004704
per-layer routing:
layer	GRT usage	vias up	part of all wire
met5	0	-	0.00023
met4	0.05333	4	0.027
met3	0.1340	130	0.13
met2	0.3785	1048	0.44
met1	0.3839	15060	0.40
li1	-	14260	-
final timing paths:
path,start,endpoint,slack (ns),depth (start not counted)
worst max-delay path,addcommon[7],mult0[32],10.75,22
worst min-delay path,ar_dd[10],ar_ddd[10],0.33,0
worst max register to register,addcommon[7],mult0[32],10.75,22
worst min register to register,ar_dd[10],ar_ddd[10],0.33,0
max in group asynchronous,reset_n,bi_ddd[15],11.91,5
min in group asynchronous,reset_n,br_dd[0],2.90,1
